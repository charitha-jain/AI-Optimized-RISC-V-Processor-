<file path="/design/flow/config.mk">
export PLATFORM = sky130hd
export DESIGN_NAME = forwarding_unit
export DESIGN_NICKNAME = forwarding_unit
export VERILOG_FILES = /design/flow/design.v
export SDC_FILE = /design/flow/constraint.sdc
export NUM_CORES = 4
export LEC_CHECK = 1
export CORE_AREA = 10 10 70 70
export DIE_AREA = 0 0 80 80
export SYNTH_HDL_FRONTEND = slang
</file>
<file path="/design/flow/design.v">
module forwarding_unit(
    input [4:0] id_ex_rs1, id_ex_rs2,
    input [4:0] ex_mem_rd, mem_wb_rd,
    input ex_mem_reg_write, mem_wb_reg_write,
    output reg forward_a, forward_b
);
    always @(*) begin
        forward_a = 0;
        forward_b = 0;
        if (ex_mem_reg_write && ex_mem_rd != 0 && ex_mem_rd == id_ex_rs1)
            forward_a = 1;
        if (mem_wb_reg_write && mem_wb_rd != 0 && mem_wb_rd == id_ex_rs2)
            forward_b = 1;
    end
endmodule
</file>
<file path="/design/flow/constraint.sdc">
current_design forwarding_unit

set clk_period 2.4
set clk_io_pct 0.2

create_clock -name clk0 -period $clk_period

set non_clock_inputs [all_inputs -no_clocks]
set_input_delay [expr $clk_period * $clk_io_pct] -clock clk0 $non_clock_inputs
set_output_delay [expr $clk_period * $clk_io_pct] -clock clk0 [all_outputs]
</file>
<file path="/design/flow/run.sh">
#!/bin/bash
# OpenROAD 26Q1-2900-gdf79404cd8, Yosys 0.63+post, stock flow scripts
make -C /OpenROAD-flow-scripts/flow DESIGN_CONFIG=/design/flow/config.mk WORK_HOME=/design/flow/orfs finish
</file>
==> impl_metrics.sql <==
-- generated from flow reports
INSERT INTO impl_metrics (metric_group, metric, value, unit) VALUES
('final_layout', 'final.fill_count', '404', ''),
('timing', 'hold-worst-slack', '1.728', 'ns'),
('logic_synthesis', 'synthesis.yosys.warnings', '0', ''),
('logic_synthesis', 'yosys_area', '146.4', 'µm²'),
('floorplanning', 'dieHeight', '80', 'µm'),
('timing', 'final_hold_viol_count', '0', ''),
('final_layout', 'finalNonFillerCells', '92', ''),
('critical_path', 'cp_num_buf_inv', '2', ''),
('placement', 'gp_routability_congestion', '0.6647', ''),
('critical_path', 'slowest_delay', '0.46', 'ns'),
('routing', 'antenna_left', '0', ''),
('timing', 'period_minus_slack', '2.336', 'ns'),
('logic_synthesis', 'synthesis.area', '146.4', 'µm²'),
('routing', 'detail_route.antenna_diodes', '0', ''),
('grt', 'grt_pass1_vias', '267', ''),
('critical_path', 'worst-endpoint-arrival', '1.86', 'ns'),
('logic_synthesis', 'yosysSeqAreaShare', '0', '%'),
('timing', 'worst_slew_margin_rel', '85.65', '%'),
('placement', 'place.detailed.instances', '92', ''),
('logic_synthesis', 'ys_types', '11', ''),
('worst_hold_path', 'hold_path_class', 'in -> out', ''),
('floorplanning', 'die_w', '80', 'µm'),
('logic_synthesis', 'synth_stat.cells', '20', ''),
('timing', 'finalClockPeriodUsage', '97.33', '%'),
('floorplanning', 'number_of_placed_i_o_pins', '24', ''),
('final_layout', 'design.seq.count', '0', ''),
('critical_path', 'path_cells', 'clkdlybuf4s50_1, or2_1, o21ai_1, and4_1, clkdlybuf4s50_1', ''),
('outcome', 'outcome', 'completed', ''),
('critical_path', 'critical_path.most_common_cell', 'clkdlybuf4s50_1', ''),
('floorplanning', 'fp.dieArea', '0.006400', 'mm²'),
('power', 'leakage_component_of_the_power', '0.2502', 'nW'),
('critical_path', 'worstPathRequired', '1.92', 'ns'),
('critical_path', 'maximum_net_fanout_on_the_critical_path', '2', ''),
('power', 'max-vdd-ir-drop', '0.03878', 'mV'),
('routing', 'total_wire_length_after_detailed_routing', '786', 'µm'),
('critical_path', 'slowest_stage', 'clkdlybuf4s50_1', ''),
('floorplanning', 'initCoreUtil', '4.286', '%'),
('clocking', 'postCtsSetupRepairBufs', '0', ''),
('final_layout', 'n_clock_buffer', '0', ''),
('critical_path', 'endpoint_kind', 'output port', ''),
('routing', 'route.detailed.drc', '0', ''),
('routing', 'post_drt_wl_per_cell', '8.543', 'µm'),
('grt', 'antenna_found_initial', '0', ''),
('routing', 'detail_route.vias_per_cell', '2.641', ''),
('floorplanning', 'rows', '21', ''),
('placement', 'final_hpwl_from_detailed_placement', '699.4', 'µm'),
('final_layout', 'ff_latch_area', '0', 'µm²'),
('final_layout', 'area_growth', '235.9', '%'),
('floorplanning', 'design.core.area', '0.003416', 'mm²'),
('routing', 'drt_pass1_iterations', '2', ''),
('placement', 'port_buffers', '24', ''),
('final_layout', 'post_route_cells_drive_above_1_share', '10.87', '%'),
('timing', 'worst_slack', '0.06416', 'ns'),
('critical_path', 'path_delay_family', 'buffers and inverters', ''),
('grt', 'grt_first_pass_wirelength', '1131', 'µm'),
('timing', 'max_freq', '0.4281', 'GHz'),
('grt', 'leftover_overflow_at_the_end_of_global_routing', '0', ''),
('logic_synthesis', 'synthCells', '20', ''),
('routing', 'route.vias.total', '243', ''),
('logic_synthesis', 'avgSynthCellArea', '7.320', 'µm²'),
('critical_path', 'worst-setup-path-type', 'in -> out', ''),
('power', 'total_power', '58.13', 'µW'),
('timing', 'worstMarginPinSlew', '0.2134', 'ns'),
('job', 'warnings', '32', ''),
('timing', 'timing.final.max_slew_violations', '0', ''),
('grt', 'grt_max_degree', '3', ''),
('critical_path', 'startpoint_type', 'input port', ''),
('timing', 'setup_viol', '0', ''),
('grt', 'global_route.usage.total', '2.101', '%'),
('job', 'maxCapViolations', '0', ''),
('placement', 'preCtsSetupSlack', '-0.1000', 'ns'),
('routing', 'initialDrtViolationCount', '5', ''),
('power', 'power-per-cell-area', '118.2', 'mW/mm²');
[cells by family after synthesis]
family | Yosys count | synth area share, %
AND/OR/NAND/NOR | 10 | 45.31
XOR/XNOR | 8 | 47.87
AND-OR/OR-AND | 2 | 6.831
[worst paths after layout]
check / start / endpoint / slack [ns] / cells after the start
min: id_ex_rs2[4] / forward_b / 1.73 / 5
max: mem_wb_rd[4] / forward_b / 0.06 / 5
[routing by layer]
layer	share of wire [%]	global-route usage (%)
met5	0	0
met1	41	2.505
met4	0	0
met2	49	3.612
met3	10	0.9091
[placed cells by master (no fill, tap or decap), drive strengths merged]
cell type      instances
dlygate4sd2            3
nor4                   2
or2                    2
and4                   2
buf                    2
o21ai                  2
nand2                  2
nor3                   2
xnor2                  2
dlymetal6s2s          10
clkdlybuf4s50         11
xor2                   6
[synth_stat cells]
cell | count | share of area (%)
nor4_2 | 1 | 8.5
o21ai_1 | 1 | 3.4
xnor2_1 | 2 | 12
and4_1 | 2 | 12
xor2_1 | 6 | 36
nor4_1 | 1 | 4.3
or2_1 | 1 | 4.3
or2_0 | 1 | 4.3
nand2_1 | 2 | 5.1
o21ai_0 | 1 | 3.4
nor3_1 | 2 | 6.8
[area by class of cell]
cell class                      count  area (µm²)  area share [%]
Tap cell                           46       57.56           11.70
Multi-Input combinational cell     20       157.7           32.06
Timing Repair Buffer               26       276.5           56.23
[report_power, final]
group	switching (mW)	internal, mW
Sequential	0	0
Combinational	0.0182	0.0399
Clock	0	0
Total	0.0182	0.0399
[repair_timing]
item / 4_1_cts / 5_1_grt
hold buffers: 0 / 0
gates resized: 5 / 11
pin swaps: 2 / 8
setup endpoints to repair: 2 / 2
[per-stage QoR]
stage               instance area [µm²]  util, %    TNS, ns
CTS                               466.7    13.66          0
detailed placement                459.2    13.44    -0.1058
global route                      491.7    14.40  -0.006882
finish                            491.7    14.40          0
floorplan                         146.4        -          0
global placement                  459.2    13.44   -0.08627
Power is estimated from default activity; no workload was simulated.
