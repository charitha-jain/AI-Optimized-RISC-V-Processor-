==> flow/design.v <==
module branch_unit(
    input [31:0] input_a,
    input [31:0] input_b,
    input [2:0] branch_type,
    output reg branch_taken
);
    always @(*) begin
        case (branch_type)
            3'b000: branch_taken = (input_a == input_b);  
            3'b001: branch_taken = (input_a != input_b);  
            3'b100: branch_taken = (input_a < input_b);   
            3'b101: branch_taken = (input_a >= input_b);  
            default: branch_taken = 0;
        endcase
    end
endmodule
==> flow/run.sh <==
#!/bin/bash
# OpenROAD 26Q1-2900-gdf79404cd8, Yosys 0.63+post, stock flow scripts
make -C /OpenROAD-flow-scripts/flow DESIGN_CONFIG=/design/flow/config.mk WORK_HOME=/design/flow/orfs finish
==> flow/config.mk <==
export PLATFORM = sky130hd
export DESIGN_NAME = branch_unit
export DESIGN_NICKNAME = branch_unit
export VERILOG_FILES = /design/flow/design.v
export SDC_FILE = /design/flow/constraint.sdc
export NUM_CORES = 4
export LEC_CHECK = 1
export CORE_AREA = 10 10 97 97
export DIE_AREA = 0 0 107 107
export SYNTH_HDL_FRONTEND = slang
==> flow/constraint.sdc <==
current_design branch_unit

set clk_period 3.8
set clk_io_pct 0.2

create_clock -name clk0 -period $clk_period

set non_clock_inputs [all_inputs -no_clocks]
set_input_delay [expr $clk_period * $clk_io_pct] -clock clk0 $non_clock_inputs
set_output_delay [expr $clk_period * $clk_io_pct] -clock clk0 [all_outputs]
==> results.yml <==
# generated from flow reports
placed_design:
  dp_hpwl_um: 2900
  place_congestion: 0.775
  dp.cells: 294
  place_area_um2: 1720
  pre_cts_slack_ns: -0.402
  io_buffers: 68
detailed_routing:
  drt-total-wl_um: 3190
  via_count: 1076
  drc_errors: 0
  vias_per_cell: 3.64
  dr.pass1.iters: 4
  drt_first_iter_violations: 6
  antennaDiodeCount: 0
  wl_per_cell_um: 10.8
  ant_nets: 0
sta:
  setup_violations: 0
  final.min_clock_period_ns: 3.72
  hold_viol: 0
  fmaxAchievable_mhz: 269
  fin_crit_sh_pct: 97.9
  tightest_slew_ns: 0.286
  drv_slew: 0
  max_slew_margin_pct: 80.9
  finalWorstSetupSlack_ns: 0.0806
worst_setup_path:
  critPathLaunchType: "input pin"
  end_kind: "output pin"
  crit_slowest_cell: "clkdlybuf4s50_1"
  path_delay_family: "AND-OR/OR-AND gates"
  worst-path-buf-inv: 2
  worstSetupPathType: "in2out"
  cpPeakStageDelay_ns: 0.46
  worst_ep_arrival_time_ns: 2.96
  worstPathCellList: "clkdlybuf4s50_1 > ha_1 > nand4_1 > nor2_1 > a221o_1 > a211o_1 > a21o_1 > a2111oi_2 > buf_2"
  crit_required_ns: 3.04
  crit_fanout: 3
floorplan:
  die_h_um: 107
  core_util_floorplan_pct: 11.7
  dieArea_um2: 11400
  io_pins: 68
  fp.coreArea_um2: 7290
  std_cell_rows: 31
  die_w_um: 107
grt:
  grt_max_degree: 5
  grt_usage_pct: 4.91
  grt_antenna_before_repair: 0
  overflow: 0
  grt_pass1_wl_um: 4820
  grt_pass1_vias: 1077
run_status:
  outcome: "finished, final reports clean"
job:
  cap_viol_max_count: 0
  warnings: 32
logic_synthesis:
  yosysTopAreaCellShare_pct: 47.0
  synth_area_um2: 852
  ys_seq_share_pct: 0
  ys_cells: 119
  synthCells: 119
  syn_avg_cell_area_um2: 7.16
  largest_area_cell: "ha_1"
  synth.distinct_cells: 23
  ys_area_um2: 852
  area_leaders: "ha_1 47%, inv_1 14%, a21oi_1 6.5%, nand4_1 5.9%, nand2_1 3.1%"
  synth_warnings: 0
cts:
  postCtsHoldBufs: 0
power_and_ir_drop:
  ir_worst_vdd_mv: 0.0320
  power_density_nw_per_um2: 90.8
  p_leak_nw: 1.01
  p_total_mw: 0.177
finish:
  post_layout_nonfiller_instances: 296
  clock_buffers: 0
  stdcell_area_um2: 1950
  drive_above_1_share_pct: 18.8
  area_delta_synth_final_pct: 129
  regArea_um2: 0
  flop-count: 0
min_path:
  hold_class: "in2out"
cells in the mapped netlist:
master / number
nand4_1: 8
a211oi_1: 2
a21oi_1: 11
a2111oi_2: 1
inv_1: 32
o21ai_1: 1
a221o_1: 1
nand2_1: 7
o211ai_1: 2
xnor2_1: 1
a21oi_2: 1
a221oi_1: 1
ha_1: 32
a21o_1: 2
nor3_1: 1
nor2_1: 4
nand3_1: 4
o21ai_2: 1
o21ai_0: 1
nor4_1: 2
a211o_1: 1
a2111o_1: 1
nor2b_1: 2
path summary, 6_finish.rpt:
path	start	endpoint	slack, ns	depth (start not counted)
setup / recovery	input_a[24]	branch_taken	0.08	9
hold / removal	branch_type[1]	branch_taken	2.15	3
cells by family after synthesis:
kind of cell,count (synthesis),share of synthesized area [%]
buffers and inverters,32,14.1
AOI/OAI and AO/OA,26,21.3
adders and majority gates,32,47.0
xor gates and xnor gates,1,1.03
and+or+nand+nor,28,16.6
cell usage in the layout (no fill, tap or decap), types with 4 or more instances in the layout:
cell,count
clkdlybuf4s50_1,52
nor2_1,4
a21oi_1,10
inv_2,7
dlymetal6s2s_1,15
ha_4,11
buf_4,10
inv_1,25
nand4_1,8
ha_1,21
nand3_1,4
nand2_1,6
layout make-up:
cell class / count / area [um2]
Tap cell: 99 / 124
Multi-Input combinational cell: 87 / 918
Inverter: 32 / 120
Timing Repair Buffer: 78 / 788
Fill cell: 809 / 5340
report_power, final:
part / switching (mW) / internal, mW / total [mW] / leakage, nW
clock network: 0 / 0 / 0 / 0
registers: 0 / 0 / 0 / 0
logic: 0.0653 / 0.112 / 0.177 / 1.01
metal layers:
metal / global-route usage (%) / part of all wire, % / up-vias
li1: - / - / 578
met1: 6.43 / 51 / 454
met2: 8.43 / 44 / 44
met3: 1.21 / 5.7 / 0
met4: 0 / 0 / 0
met5: 0 / 0 / -
tightest hold or removal path, stage by stage:
cell and delay, ns:
clkdlybuf4s50_1 0.47, a2111oi_2 0.05, buf_2 0.11
per-stage QoR:
stage	hold WS [ns]	util (%)	setup TNS [ns]
after floorplan	1.54	-	0
after global placement	2.48	23.5	-0.399
after detailed placement	2.48	23.5	-0.402
after CTS	2.16	23.6	0
after global routing	2.18	26.8	-0.0124
final	2.15	26.8	0
repair_timing:
item / CTS / global route
endpoints found under the setup margin: 1 / 1
setup buffers: 0 / 2
resized: 5 / 40
pin swaps: 1 / 16
Power and IR drop assume default switching activity.
