`/design/flow/config.mk`:
```
export PLATFORM = sky130hd
export DESIGN_NAME = ai_result_mux
export DESIGN_NICKNAME = ai_result_mux
export VERILOG_FILES = /design/flow/design.v
export SDC_FILE = /design/flow/constraint.sdc
export NUM_CORES = 4
export LEC_CHECK = 1
export CORE_AREA = 10 10 155 155
export DIE_AREA = 0 0 165 165
export SYNTH_HDL_FRONTEND = slang
```
`/design/flow/constraint.sdc`:
```
current_design ai_result_mux

set clk_period 1.0
set clk_io_pct 0.2

create_clock -name clk0 -period $clk_period

set non_clock_inputs [all_inputs -no_clocks]
set_input_delay [expr $clk_period * $clk_io_pct] -clock clk0 $non_clock_inputs
set_output_delay [expr $clk_period * $clk_io_pct] -clock clk0 [all_outputs]
```
`/design/flow/design.v`:
```
module ai_result_mux(
    input [127:0] alu_result,
    input [127:0] ai_result,
    input use_ai_result,
    output [127:0] final_result
);
    assign final_result = use_ai_result ? ai_result : alu_result;
endmodule
```
`/design/flow/run.sh`:
```
#!/bin/bash
# OpenROAD 26Q1-2900-gdf79404cd8, Yosys 0.63+post, stock flow scripts
make -C /OpenROAD-flow-scripts/flow DESIGN_CONFIG=/design/flow/config.mk WORK_HOME=/design/flow/orfs finish
```
==> results.sh <==
# flow metrics
export IMPL_ff_count=0
export IMPL_worst_pin_slew_ps=129
export IMPL_rsz0062_at_grt="true"
export IMPL_switching_share_pct=23.0
export IMPL_crit_fanout=6
export IMPL_fp_util_pct=7.93
export IMPL_die_area_um2=27200
export IMPL_coreArea_um2=20400
export IMPL_worstSetupPathType="input pin to primary output"
export IMPL_fmax_ghz=0.685
export IMPL_fp_row_count=52
export IMPL_max_cap_violations=0
export IMPL_drc=0
export IMPL_hold_class="input pin to primary output"
export IMPL_port_buffer_count=385
export IMPL_finalWirelength_um=16000
export IMPL_finalMaxSlewViolations=0
export IMPL_vias=3170
export IMPL_diodes=0
export IMPL_warnings=34
export IMPL_min_period_ps=1460
export IMPL_clock_buffers=0
export IMPL_yosys_warnings=0
export IMPL_overflow=0
export IMPL_place_hpwl_um=13300
export IMPL_synth_cell_types=3
export IMPL_drive_gt1_share_pct=57.8
export IMPL_final_util_pct=33.1
export IMPL_p_int_mw=2.13
export IMPL_drt_initial_drc_count=68
export IMPL_ir_drop_v=0.000180
export IMPL_whs_path_depth=3
export IMPL_io_pins=385
export IMPL_final_area_um2=6760
export IMPL_ys_seq_share_pct=0
export IMPL_grt_max_degree=18
export IMPL_violations="negative setup slack"
export IMPL_grt_pass1_wl_um=20600
export IMPL_seqCellArea_um2=0
export IMPL_final_common_cell="clkdlybuf4s50_1"
export IMPL_hold_viol_final=0
export IMPL_power_frac_comb_pct=100.0
export IMPL_powerDensity_nw_per_um2=410
export IMPL_startpoint_type="input pin"
export IMPL_power_frac_seq_pct=0
export IMPL_setup_viol=128
export IMPL_syn_avg_cell_area_um2=11.4
export IMPL_first_global_vias=3342
export IMPL_synthToLayoutAreaGrowth_pct=317
export IMPL_first_pass_iters=4
export IMPL_antenna_found_initial=0
export IMPL_synth_chip_area_um2=1620
export IMPL_relSlewSlack_pct=91.4
export IMPL_synth_cells=142
export IMPL_die_height_um=165
export IMPL_p_leak_nw=3.21
export IMPL_status="complete, but fails checks"
export IMPL_fillCellCount=2090
export IMPL_place_area_um2=5860
export IMPL_routabilityCongestion=0.860
export IMPL_cp_required_ps=800
export IMPL_p_clk_share_pct=0
export IMPL_most_common_layout_cells="237 x clkdlybuf4s50_1, 80 x buf_6, 79 x clkbuf_2"
export IMPL_worstPathArrival_ps=1260
export IMPL_fp_dieW_um=165
export IMPL_syn_cell_area_um2=1620
export IMPL_routedWlPerCell_um=18.1
export IMPL_track_usage_pct=9.72
export IMPL_cp_end_kind="primary output"
export IMPL_yosys_cells=142
export IMPL_ant_nets=0
export IMPL_vias_per_cell=3.57
export IMPL_period_used_pct=146
export IMPL_power_switching_mw=0.638
export IMPL_setup_ws_ps=-460
## metal layers
layer	up-vias	routed length, um	GRT usage (%)
met3	2	2270	4.98
met4	0	31	0
li1	1500	-	-
met2	240	8210	18.8
met5	-	0	0
met1	1428	5540	9.47
## path summary, 6_finish.rpt
check                    startpoint          endpoint  slack [ps]
worst min-delay path  ai_result[46]  final_result[46]         720
worst max-delay path  use_ai_result  final_result[82]        -460
## power by group through the flow
stage | clock network (mW) | logic (mW) | registers (mW)
after global routing | 0 | 2.96 | 0
final | 0 | 2.77 | 0
after CTS | 0 | 2.50 | 0
## cells by family after synthesis
logic type             synth area share (%)
buffers and inverters                  11.0
multiplexers                           89.0
## synthesized netlist by cell type
library cell  number  area share, %
mux2_2           128             89
buf_6              6            4.2
clkbuf_8           8            6.8
## worst max-delay path, cell delays in order
cell    delay [ps]
buf_12         120
buf_12         140
buf_12         130
buf_8          120
buf_6          110
mux2_4         300
buf_6          110
## layout make-up
class	count	area, um^2	area share [%]
Timing Repair Buffer	491	4680	69.3
Tap cell	270	338	5.00
Multi-Input combinational cell	128	1730	25.7
## metrics by stage
step	TNS [ps]	instances	total power [mW]	hold WS, ps	worst slack, ps
3_5_place_dp	-74020	804	2.45	1320	-615
2_1_floorplan	0	142	0.497	498	2.08
5_1_grt	-45230	889	2.96	744	-479
6_report	-41360	889	2.77	718	-460
4_1_cts	-56980	831	2.50	824	-589
3_3_place_gp	-73700	804	2.47	1310	-623
## repair_timing
action / in CTS / in global routing
hold buffers: 0 / 0
gates resized: 230 / 309
gates cloned: 2 / 3
setup endpoints to repair: 128 / 128
buffers inserted: 25 / 63
pin swaps: 0 / 0
Power and IR drop assume default switching activity.
